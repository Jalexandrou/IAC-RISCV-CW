--- flow/run.sh ---
#!/bin/bash
# OpenROAD 26Q1-2900-gdf79404cd8, Yosys 0.63+post, stock flow scripts
make -C /OpenROAD-flow-scripts/flow DESIGN_CONFIG=/design/flow/config.mk WORK_HOME=/design/flow/orfs finish
--- flow/config.mk ---
export PLATFORM = sky130hd
export DESIGN_NAME = ALU
export DESIGN_NICKNAME = ALU
export VERILOG_FILES = /design/flow/design.v
export SDC_FILE = /design/flow/constraint.sdc
export NUM_CORES = 4
export LEC_CHECK = 1
export CORE_UTILIZATION = 30
--- flow/constraint.sdc ---
current_design ALU

set clk_period 14.2
set clk_io_pct 0.2

create_clock -name clk0 -period $clk_period

set non_clock_inputs [all_inputs -no_clocks]
set_input_delay [expr $clk_period * $clk_io_pct] -clock clk0 $non_clock_inputs
set_output_delay [expr $clk_period * $clk_io_pct] -clock clk0 [all_outputs]
--- flow/design.v ---
module ALU #(
    parameter DATA_WIDTH = 32
)(
    input  logic   [DATA_WIDTH-1:0] ALUop1,
    input  logic   [DATA_WIDTH-1:0] ALUop2,
    input  logic   [2:0]            ALUctrl,
    output logic   [DATA_WIDTH-1:0] ALUout,
    output logic                    zero_o
);
    typedef enum bit[2:0] {ADD, SUBTRACT, AND, OR, SLT, LSHIFT, PASSOP2} func;
    always_comb begin
        case(ALUctrl)
            ADD: ALUout = ALUop1 + ALUop2;
            SUBTRACT: ALUout = ALUop1 - ALUop2;
            AND: ALUout = ALUop1 & ALUop2;
            OR: ALUout = ALUop1 | ALUop2;
            SLT: ALUout = (ALUop1 < ALUop2) ? 1 : 0;
            LSHIFT: ALUout = ALUop1 << ALUop2;
            PASSOP2: ALUout = ALUop2;
            default: ALUout = ALUop1 + ALUop2;
        endcase
    end;
    always_comb begin
        if(ALUout == 0) begin
            zero_o = 1;
        end
        else begin zero_o = 0; end
    end
endmodule
==> changes_impl.md <==
### Physical design

- Post-CTS resize count: 0
- Core Area: 0.02439 mm2
- Antenna Nets Post-Route: 0
- Uppermost routed layer: met4
- Unrepaired setup endpoints after global routing: false
- WHS Path Cells: 6
- HPWL after DPL: 26.55 mm
- Critical Path AT: 8.49 ns
- Filler cell count: 2638
- Yosys Chip Area: 0.007475 mm2
- M1 WL: 15.08 mm
- Chip width: 159.8 um
- Period utilisation layout: 79.78%
- Internal power: 150.1 uW
- Wire length on met3: 3.047 mm
- Most frequent cells in the layout: 135 x nand2_1, 117 x o21ai_0, 97 x nor2_1
- Setup violators final: 0
- Sequential area share after synthesis: 0%
- Switching share of power: 59.30%
- Vias in the first global route: 8230
- Maximum fanout along the worst path: 41
- Max cap viols: 0
- Net switching power: 218.7 uW
- Max VDD drop: 0.01811 mV
- Met2 WL: 14.66 mm
- Yosys warning count: 1
- Drt pass-1 iters: 5
- Floorplan row count: 57
- Post-layout min period: 11.33 ns
- Routed vias: 8945
- Die Size: 0.02555 mm2
- Combinational group share of total power: 100.0%
- Synthesized area: 0.007475 mm2
- Syn Area/Cell: 6.650 um2
- Clock buffer cells: 0
- Postcts setup bufs: 0
- CP Launch Type: input pin
- Boundary pin count: 100
- Beginning of the worst hold path: ALUctrl[0]
- Largest net degree at the start of global routing: 50
- Area Growth Syn to Fin: 16.05%
- Setup TNS: 0 ns
- Share of layout cells above drive strength 1: 6.609%
- Iter 0 DRT Violations: 854
- Antenna violations before repair: 0
- Cts hold-fix bufs: 0
- Static leakage: 3.620 nW
- Most used logic cell in the final layout: nand2_1
- Fin util: 35.56%
- Worst endpoint required time: 11.36 ns
- Seq_cells: 0
- Overall Global Routing Usage: 26.47%
- IO Port Bufs: 100
- Mapped Cells: 1124
- Placer Congestion: 1.034
- WL per Instance: 22.77 um
- Crit. End Element: output pin
- Yosys stat cell total: 1124
- OpenROAD warning count: 96
- Grt ovf: 0
- Slew margin rel.: 44.00%
- Sequential share of power: 0%
- Distinct cells, synth: 85
- Seq. cell area: 0 um2
- Core Util at FP: 30.65%
- # DRC: 0
- Die Y: 159.8 um
- Max frequency: 88.27 MHz
- Critical path startpoint: ALUop2[1]
- N_diodes: 0
- PD cells: 42.51 mW/mm2
- Status: complete, no violations
- Via density: 6.007
- Slew Limit Fails: 0
- Final hold violations: 0
- Hold Path Class: input pin to output pin
- Final wirelength: 33.90 mm
- Clock power share: 0%
- Critical path class: input pin to output pin
- First-pass GRT wire length: 51.05 mm
- Slew @ Worst Pin: 0.8390 ns
kinds of logic after synthesis:
| kind of cell | share of synthesized area [%] |
|---|---|
| AND-OR/OR-AND | 36.61 |
| XOR/XNOR | 1.875 |
| AND/OR/NAND/NOR | 24.16 |
| multiplexers | 11.45 |
| adder cells (fa/ha/maj) | 16.61 |
| buffers and inverters | 9.307 |
power groups by stage:
stage	Combinational, mW	Sequential [mW]	Clock (mW)
CTS	0.362	0	0
global route	0.398	0	0
finish	0.369	0	0
critical path: stages:
cell and delay (ns):
clkdlybuf4s50_1 0.46, buf_4 0.37, inv_1 0.50, ha_1 0.47, nor2_1 0.07, o311ai_1 0.51
nand2_1 0.20, xnor2_1 0.18, nor2_1 0.06, a311o_1 0.35, or4_1 0.55, or4_1 0.43
nor4_2 0.25, nand4b_1 0.31, nor4_2 0.39, clkdlybuf4s50_1 0.52
stage by stage:
| stage | cell area (um2) | setup slack [ns] | instances | power, mW | hold WS (ns) |
|---|---|---|---|---|---|
| 3_5_place_dp | 8675 | 2.990 | 1489 | 0.3600 | 6.766 |
| 5_1_grt | 8675 | 2.692 | 1489 | 0.3982 | 6.878 |
| 3_3_place_gp | 8675 | 3.055 | 1489 | 0.3631 | 6.750 |
| 4_1_cts | 8675 | 2.961 | 1489 | 0.3624 | 6.763 |
| 6_report | 8675 | 2.871 | 1489 | 0.3688 | 6.749 |
| 2_1_floorplan | 7475 | 5.005 | 1124 | 0.2186 | 5.832 |
cell usage after synthesis (18+ instances only):
library cell | number | area share, %
nor3_1 | 18 | 1.2
mux4_2 | 20 | 6.0
o21ai_0 | 117 | 7.8
inv_1 | 94 | 4.7
nor2_1 | 97 | 4.9
nor2b_1 | 18 | 1.5
a211oi_1 | 25 | 2.5
a21oi_1 | 89 | 6.0
nand2_1 | 135 | 6.8
ha_1 | 96 | 16
mux2i_1 | 18 | 2.4
clkbuf_1 | 52 | 2.6
final cells by class:
cell class	instances	area [um2]	share of cell area [%]
multi-input cells	951	6793	78.31
inverters	96	360.3	4.154
repair buffers	118	1116	12.87
well taps	324	405.4	4.673
routing by layer:
layer,track usage [%],vias to the layer above
li1,-,4243
met1,37.77,4163
met5,0.5682,-
met2,40.81,472
met3,5.320,67
met4,7.100,0
worst paths after layout:
path                   endpoint  slack (ns)
worst min-delay path  ALUout[2]        6.75
worst max-delay path     zero_o        2.87
Power figures rest on the tool's default switching activity, not on a simulated workload.
