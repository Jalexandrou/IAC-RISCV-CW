**flow/config.mk**
```make
export PLATFORM = sky130hd
export DESIGN_NAME = RegFile
export DESIGN_NICKNAME = RegFile
export VERILOG_FILES = /design/flow/design.v
export SDC_FILE = /design/flow/constraint.sdc
export NUM_CORES = 4
export LEC_CHECK = 1
export CORE_UTILIZATION = 40
```
**flow/design.v**
```verilog
module RegFile #(
    parameter   ADDRESS_WIDTH = 5,
                DATA_WIDTH = 32
)(
    input  logic                         clk,
    input  logic     [ADDRESS_WIDTH-1:0] ad1,
    input  logic     [ADDRESS_WIDTH-1:0] ad2,
    input  logic     [ADDRESS_WIDTH-1:0] ad3,
    input  logic                         we3,
    input  logic     [DATA_WIDTH-1:0]    wd3,
    output logic     [DATA_WIDTH-1:0]    rd1,
    output logic     [DATA_WIDTH-1:0]    rd2,
    output logic     [DATA_WIDTH-1:0]    a0
);
    logic [DATA_WIDTH-1:0] reg_file [2**ADDRESS_WIDTH-1:0];
    always_ff @(posedge clk) begin
        if (we3 && ad3 !==0)
            reg_file[ad3] <= wd3;
    end
    assign  rd1 = reg_file[ad1];
    assign  rd2 = reg_file[ad2];
    assign  a0  = reg_file[5'b1010];
endmodule
```
**flow/constraint.sdc**
```tcl
current_design RegFile

set clk_period 7.0
set clk_io_pct 0.2

create_clock -name clk0 -period $clk_period [get_ports {clk}]

set non_clock_inputs [all_inputs -no_clocks]
set_input_delay [expr $clk_period * $clk_io_pct] -clock clk0 $non_clock_inputs
set_output_delay [expr $clk_period * $clk_io_pct] -clock clk0 [all_outputs]
```
**flow/run.sh**
```bash
#!/bin/bash
# OpenROAD 26Q1-2900-gdf79404cd8, Yosys 0.63+post, stock flow scripts
make -C /OpenROAD-flow-scripts/flow DESIGN_CONFIG=/design/flow/config.mk WORK_HOME=/design/flow/orfs finish
```
==> flow_summary.yaml <==
# generated from flow reports
global_route:
  pin_count_of_the_biggest_net_entering_global_routing: 83
  grt_first_pass_wirelength_mm: 218
  via_count_of_the_first_global_routing_pass: 31600
  grt_busiest_layer: "met2"
  number_of_antenna_violations_at_the_first_check_in_global_routing: 1
  grt_use_met3: 0.174
  grt_util_met1: 0.338
  globalRouteTotalUtil: 0.269
  aggregate_global_routing_overflow: 0
  grt_use_met2: 0.397
logic_synthesis:
  enable_flop_cells: 1024
  synth-seq-cells: 1024
  total_cells_reported_by_yosys_after_synthesis: 3386
  netlist_instances: 3386
  yosysUniqueCellTypes: 24
  synthArstFlopShare: 0
  ys.warnings.count: 1
  mappedNetlistArea_mm2: 0.0488
  seq_area_frac_synth: 0.630
  ys.flop_type: "sky130_fd_sc_hd__edfxtp_1"
  avgSynthCellArea_um2: 14.4
  synth_chip_area_mm2: 0.0488
routing:
  drt_first_pass_iters: 5
  route.detailed.vias_per_inst: 5.88
  vias: 31000
  wl_per_cell_um: 29.3
  initialDrtViolationCount: 1996
  ant_nets: 0
  post-route-drc-count: 0
  wl_mm: 154
placement:
  placed_cells_incl_taps: 5073
  dp_worst_setup_slack_ns: 1.09
  gpl.final_weighted_congestion: 0.878
  numPortBuffers: 144
  dpl.hpwl_mm: 89.6
timing:
  fin_hold_ws_ns: 1.54
  final.min_clock_period_ns: 6.02
  worst_pin_slew_ns: 1.01
  timing_hold_violations_final: 0
  timing.final.crit_share: 0.860
  maxClockFrequency_ghz: 0.166
  finalSetupViolations: 0
  setup_slack_ns: 0.981
  timing_max_transition_violations_final: 0
  fin_setup_tns_ns: 0
  rsz_0062_raised_after_global_routing: "false"
  relSlewSlack: 0.324
clock_network:
  post-cts-setup-buffers: 0
  tritoncts.num_buffers: 105
  clockBufferDepth: 3
  post_cts_resized: 0
  tritoncts_clock_tree: "yes"
  clock-root-buffer: "sky130_fd_sc_hd__clkbuf_16"
  postCtsHoldBufs: 0
  cts.htree.levels: 3
  clk_transition_reported_paths_ns: 0.06
  clock-sinks: 1024
pwr:
  leakagePower_uw: 0.0206
  power.combinational.fraction: 0.094
  clock_power_share: 0.406
  p_sw_uw: 3180
  p_seq_frac: 0.500
  vdd_drop_max_uv: 186
  netSwitchingFraction: 0.231
  power.density_cell_area_mw_per_mm2: 246
  p_int_uw: 10600
setup_path:
  criticalPathCategory: "in2out"
  cp_data_arrival_time_ns: 4.62
  worstSetupEndpointType: "primary output"
  worst-path-max-fanout: 33
  critPathLaunch: "ad2[0]"
  cp.required_ns: 5.60
  crit_path_end: "rd2[12]"
  critPathLaunchType: "input pin"
floorplan:
  floorplan_stage_core_utilization: 0.405
  placeableCoreArea_mm2: 0.120
  ioPinCount: 145
  die_area_mm2: 0.123
  dieWidth_um: 351
  floorplan.die.height_um: 351
  std_cell_rows: 127
run:
  cap_viol_max_count: 0
  warnings: 26
final_layout:
  drive_gt1_frac: 0.0969
  layout_overhead_on_the_synthesized_area_pct: 14.8
  commonest_non_fill_non_tap_cells_in_the_layout: "1,024 x sky130_fd_sc_hd__mux2i_1, 1,024 x sky130_fd_sc_hd__edfxtp_1, 194 x sky130_fd_sc_hd__nand3_1"
  finish.cell_count_without_fillers: 5267
  largest_reg_flops: 1024
  layout.filler_cells: 10400
  reg_top3: "reg_file (1024)"
  largest-register: "reg_file"
min_path:
  holdCritPathClass: "in2reg"
run_status:
  outcome: "finished, final reports clean"
## cells in the mapped netlist (49+ instances only)
library cell / instances / share of area
sky130_fd_sc_hd__buf_4: 49 / 0.0075
sky130_fd_sc_hd__nand2_1: 195 / 0.015
sky130_fd_sc_hd__a21oi_1: 192 / 0.020
sky130_fd_sc_hd__a22oi_1: 192 / 0.030
sky130_fd_sc_hd__clkbuf_1: 81 / 0.0062
sky130_fd_sc_hd__edfxtp_1: 1024 / 0.63
sky130_fd_sc_hd__mux2i_1: 1024 / 0.21
sky130_fd_sc_hd__nand3_1: 194 / 0.020
sky130_fd_sc_hd__nor3_1: 64 / 0.0066
sky130_fd_sc_hd__buf_2: 64 / 0.0066
sky130_fd_sc_hd__a22o_1: 128 / 0.023
sky130_fd_sc_hd__a31oi_1: 64 / 0.0082
## stage by stage
stage | util | cell area (µm²) | power (µW)
finish | 0.465 | 56000 | 13800
global route | 0.465 | 56000 | 14100
CTS | 0.465 | 56000 | 13800
detailed placement | 0.437 | 52600 | 8290
global placement | 0.437 | 52600 | 8290
floorplan | - | 48900 | 7710
## power by group through the flow
stage	registers [µW]	logic (µW)	clock network [µW]
final	6870	1300	5580
after CTS	6870	1290	5660
after global routing	6880	1380	5870
## area by class of cell
class,count,area [µm²],share of cell area
Antenna cell,1,2.50,0.0000447
Clock buffer,127,2750,0.0491
Clock inverter,66,658,0.0117
Multi-Input combinational cell,2140,16900,0.301
Sequential cell,1024,30700,0.549
Tap cell,1612,2020,0.0360
Timing Repair Buffer,297,2950,0.0527
## layer usage
metal	share of wire	wire, µm
met4	0.032	4960
met2	0.46	70900
met5	0	0
met1	0.36	55400
met3	0.15	23100
## worst max-delay path, cell delays in order
cell and delay [ns]:
sky130_fd_sc_hd__clkdlybuf4s50_1 0.73, sky130_fd_sc_hd__and2_4 0.67, sky130_fd_sc_hd__buf_4 0.47, sky130_fd_sc_hd__a22o_1 0.20, sky130_fd_sc_hd__nor3_1 0.05, sky130_fd_sc_hd__a31oi_1 0.23
sky130_fd_sc_hd__nand3_1 0.34, sky130_fd_sc_hd__clkdlybuf4s50_1 0.51
## cell families (layout without fill, tap and decap cells)
logic type | Yosys count | after routing | share of synthesized area
AOI/OAI and AO/OA | 576 | 576 | 0.0804
buffers and inverters | 253 | 490 | 0.0321
DFF | 1024 | 1024 | 0.630
muxes | 1024 | 1024 | 0.210
other | 1 | 33 | 0.0000769
and+or+nand+nor | 508 | 508 | 0.0471
## worst min-delay path by stage
| stage | startpoint | endpoint | slack (ns) | cells after the start |
|---|---|---|---|---|
| finish | wd3[1] | reg_file[24][1] | 1.54 | 2 |
| CTS | wd3[1] | reg_file[28][1] | 1.50 | 2 |
| global route | wd3[1] | reg_file[28][1] | 1.54 | 2 |
Power is estimated from default activity; no workload was simulated.
