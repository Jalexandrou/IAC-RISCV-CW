`/design/flow/config.mk`:
```
export PLATFORM = sky130hd
export DESIGN_NAME = PC_Next
export DESIGN_NICKNAME = PC_Next
export VERILOG_FILES = /design/flow/design.v
export SDC_FILE = /design/flow/constraint.sdc
export NUM_CORES = 4
export LEC_CHECK = 1
export CORE_UTILIZATION = 40
```
`/design/flow/constraint.sdc`:
```
current_design PC_Next

set clk_period 10.5
set clk_io_pct 0.2

create_clock -name clk0 -period $clk_period

set non_clock_inputs [all_inputs -no_clocks]
set_input_delay [expr $clk_period * $clk_io_pct] -clock clk0 $non_clock_inputs
set_output_delay [expr $clk_period * $clk_io_pct] -clock clk0 [all_outputs]
```
`/design/flow/design.v`:
```
module PC_Next #(
    parameter WIDTH = 32
)(
    input logic [WIDTH-1:0]     PC_i,          
    input logic [WIDTH-1:0]     ImmOp_i,       
    input logic [WIDTH-1:0]     PC_Jalr_i,     
    input logic                 PCsrc_i,       
    input logic                 PCsrcReg_i,    
    output logic [WIDTH-1:0]    PC_Next_o,     
    output logic [WIDTH-1:0]    PC_Plus4_o     
);
    logic [WIDTH-1:0]   JAL_branch_PC;
    logic [WIDTH-1:0]   inc_PC;
    assign JAL_branch_PC = PC_i + ImmOp_i;
    assign inc_PC = PC_i + 4;
    assign PC_Next_o  = PCsrcReg_i ? PC_Jalr_i : (PCsrc_i ? JAL_branch_PC : inc_PC);
    assign PC_Plus4_o = inc_PC;
endmodule
```
`/design/flow/run.sh`:
```
#!/bin/bash
# OpenROAD 26Q1-2900-gdf79404cd8, Yosys 0.63+post, stock flow scripts
make -C /OpenROAD-flow-scripts/flow DESIGN_CONFIG=/design/flow/config.mk WORK_HOME=/design/flow/orfs finish
```
==> summary.txt <==
On the backend side, the flow ran end to end.

The max-slew check reports its worst relative slack as 48.8%. Across all stage logs, warnings added up to 33. The total routed wirelength stands at 10200 um. The number of antenna violations at the first check in global routing was 0. From bottom edge to top edge, the die measures 88.8 um. From synthesis to final layout, the design area changed by 54.4%. The number of global-route vias before repair stands at 3282. The design has 0 sequential cells.

The largest net degree at the start of global routing stands at 54. The post-CTS setup buffer count stands at 0. Static timing analysis puts the maximum clock frequency at 0.132 GHz.

In the final layout, the share of cells above drive strength 1 is 5.66%. Averaged over all synthesized cells, the footprint is 6.80 sq um. The run finished with clean final reports. The overall die size recorded for this design is 0.00788 sq mm. The routed layout has 3674 vias.

The cell count listed in synth_stat.txt stands at 443. The mean number of vias per cell stands at 5.39. The number of detailed-routing iterations run before antenna repair stands at 4. The worst VDD IR drop from the latest analysis is 0.0233 mV. At the end of routability-driven placement, the weighted congestion stood at 0.937. In the finished layout, the clock tree contains a buffer count of 0. Setup repair after global routing left no endpoint under its margin. The die outline width stands at 88.8 um. Gates resized during post-CTS repair numbered 0. The detailed router's first-iteration violation count stands at 180.

The worst setup path is of the input port to output pin kind. The total number of placement rows stands at 31. For this run the aggregate overflow at the end of global routing stands at 0. The placed instance area stands at 0.00465 sq mm. At the pin with the least slew margin, the transition time is 0.765 ns. For this run, the total global-route usage over all layers was measured as 25.7%. Nets still carrying antenna violations after routing amount to 0. The mapped netlist covers 0.00301 sq mm. The synthesis log from Yosys contains 0 warnings. The power per cell area stands at 51.0 mW/mm^2. The synthesized netlist has a Yosys-reported chip area of 0.00301 sq mm. Per the layout area report, the register area comes to 0 sq um. The max-capacitance violation count stands at 0.

Buffers placed on the I/O ports in this run total 162. The worst setup path is launched from an input port. The average routed wire per standard cell stands at 15.0 um. The number of distinct library cells after synthesis stands at 58. The post-route cell area stands at 0.00465 sq mm. The detailed-route DRC error count stands at 0. Hold-check failures listed in the final report amount to 0. The synthesized instance count stands at 443. The hold buffer count at CTS stands at 0.

The total leakage power stands at 1.93 nW. STA classifies the critical path endpoint as an output pin. The shortest clock period the worst path allows after layout stands at 7.56 ns. The first global-routing pass estimated 15900 um of wire. The floorplan core area stands at 0.00725 sq mm.

The data arrival time of the worst path stands at 5.46 ns. The wire-length estimate of the detail-placed layout is 8410 um. The final timing summary puts the cycle share of the worst path at 72.0%.

Summed over all failing endpoints, the final setup total negative slack is 0 ns. In the Yosys report, the sequential cells make up 0% of the chip area. The total of endpoints with negative setup slack in the final report stands at 0. The boundary pin count stands at 162. In the final report, the number of pins over their slew limit comes to 0. Of all nets on the critical path, the largest fanout is 5.

The required time of the critical path stands at 8.40 ns. Checking hold timing, the worst path is listed with class input port to output pin. Per the detail_route report, inserted antenna diodes total 0. The pre-placement core utilization stands at 41.5%.
metrics by stage:
stage	hold slack, ns	setup WS [ns]	utilization [%]	cells	power, mW
floorplan	4.22	4.22	-	443	0.126
global placement	5.06	2.99	64.2	682	0.237
detailed placement	5.08	2.96	64.2	682	0.236
CTS	5.07	2.96	64.2	682	0.238
global route	5.10	2.70	64.2	682	0.262
finish	5.06	2.94	64.2	682	0.237
final timing paths:
path                  startpoint  slack (ns)  depth (start not counted)            end
worst max-delay path     PC_i[0]        2.94                         13  PC_Next_o[28]
worst min-delay path     PC_i[0]        5.06                          2  PC_Plus4_o[0]
synthesized netlist by cell type, drive strengths merged (5+ instances only):
cell    instances  area (sq um)
a211oi          7          67.6
a21o           15           113
a21oi          43           238
a221oi          6          70.1
a311oi          5          50.0
a31oi           6          37.5
and3           13          82.6
buf             8          50.0
clkbuf         16          60.1
ha             32           400
inv            23          86.3
mux2            6          67.6
mux2i          14           140
nand2          48           180
nand3          19           113
nand4           9          56.3
nor2           30           113
nor2b           9          56.3
nor3           15          96.4
o21ai          33           165
o21bai          9          67.6
xnor2          32           288
xor2           20           175
cell usage in the layout (no fill, tap or decap), drive strengths merged, types with 2 or more instances in the layout:
cell / synthesis / layout
a221oi: 6 / 6
nor3: 15 / 15
o31ai: 2 / 2
nor2: 30 / 30
and3: 13 / 13
buf: 8 / 4
o21a: 3 / 3
a21o: 15 / 15
and2: 3 / 3
nand2: 48 / 48
a311oi: 5 / 5
o21ai: 33 / 33
a41o: 2 / 2
nand4: 9 / 9
a211oi: 7 / 7
nor2b: 9 / 9
clkdlybuf4s50: 0 / 160
and4: 2 / 2
nand2b: 3 / 3
a21oi: 43 / 43
mux2: 6 / 6
a31oi: 6 / 6
o21bai: 9 / 9
xnor2: 32 / 32
ha: 32 / 32
nand3: 19 / 19
mux2i: 14 / 14
a31o: 2 / 2
xor2: 20 / 20
inv: 23 / 23
worst max-delay path, stage by stage:
cell and delay (ns):
clkdlybuf4s50_1 0.44, ha_1 0.24, fa_1 0.44, a211oi_2 0.27, o21bai_1 0.15, o21ba_4 0.23
a21oi_4 0.23, o21ai_0 0.25, a31oi_1 0.24, xnor2_1 0.17, mux2i_1 0.10, mux2i_1 0.14
clkdlybuf4s50_1 0.47
cells by family after synthesis:
family | Yosys count | synth area share, %
buf+inv | 47 | 6.52
simple gates | 154 | 25.9
compound gates | 137 | 31.4
mux | 20 | 6.89
xor+xnor | 52 | 15.4
fa+ha+maj | 33 | 14.0
area by class of cell:
| cell class | count | area (sq um) |
|---|---|---|
| multi-input cells | 396 | 2820 |
| fillers | 643 | 2600 |
| repair buffers | 164 | 1630 |
| well taps | 99 | 124 |
| inverters | 23 | 86.3 |
where the power goes:
group	leakage [nW]	total [mW]	internal [mW]	switching, mW
clock	0	0	0	0
sequential	0	0	0	0
combinational	1.93	0.237	0.132	0.105
metal layers:
metal  routed length (um)  share of wire (%)  global-route usage [%]  up-vias
li1                     -                  -                       -     1891
met1                 4870                 48                    38.1     1646
met2                 4580                 45                    43.6      135
met3                  746                7.3                    1.51        2
met4                   24               0.23                   0.587        0
met5                    0                  0                       0        -
Power and IR drop assume default switching activity.
